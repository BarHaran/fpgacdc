==> ./design.v <==
module async_fifo #(
	parameter int DATA_WIDTH = 4,
	parameter int ADDR_WIDTH = 8
)(
	input 	logic rst_n,
	input 	logic wr_clk,
	input 	logic [DATA_WIDTH-1:0]	wr_data,
	input	logic wr_en,
	output	logic wr_full,
	input	logic rd_clk,
	output	logic [DATA_WIDTH-1:0]	rd_data,
	input	logic rd_en,
	output	logic rd_empty
);
	logic [ADDR_WIDTH-1:0] wr_ptr;
	logic [ADDR_WIDTH-1:0] sync_wr_ptr;
	logic [ADDR_WIDTH-1:0] rd_ptr;
	logic [ADDR_WIDTH-1:0] sync_rd_ptr;
	sdpram #(
		.DATA_WIDTH(DATA_WIDTH),
		.ADDR_WIDTH(ADDR_WIDTH)
	) i_sdpram (
		.wr_clk  (wr_clk  ),
		.rd_clk  (rd_clk  ),
		.d       (wr_data),
		.q       (rd_data),
		.addr_in (wr_ptr),
		.addr_out(rd_ptr),
		.wr_en   (wr_en && ~wr_full)
	);
	always_ff @(posedge wr_clk or negedge rst_n) begin : proc_wr_ptr
		if(~rst_n) begin
			wr_ptr <= {ADDR_WIDTH{1'b0}};
		end else begin
			if (wr_en && ~wr_full) begin
				wr_ptr <= wr_ptr + 1'b1;
			end
		end
	end
	always_ff @(posedge rd_clk or negedge rst_n) begin : proc_rd_ptr
		if(~rst_n) begin
			rd_ptr <= {ADDR_WIDTH{1'b0}};
		end else begin
			if (rd_en && ~rd_empty) begin
				rd_ptr <= rd_ptr + 1'b1;
			end
		end
	end
	dual_ff_sync #(.DATA_WIDTH(ADDR_WIDTH)) sync_wr_ptr_inst (
		.clk     (rd_clk  ),
		.rst_n   (rst_n   ),
		.in_data (wr_ptr ),
		.out_data(sync_wr_ptr)
	);
	dual_ff_sync #(.DATA_WIDTH(ADDR_WIDTH)) sync_rd_ptr_inst (
		.clk     (wr_clk  ),
		.rst_n   (rst_n   ),
		.in_data (rd_ptr ),
		.out_data(sync_rd_ptr)
	);
	assign wr_full	= (wr_ptr[ADDR_WIDTH-2:0] == sync_rd_ptr[ADDR_WIDTH-2:0]) && (wr_ptr[ADDR_WIDTH-1] == ~sync_rd_ptr[ADDR_WIDTH-1]);
	assign rd_empty	= (rd_ptr == sync_rd_ptr);
endmodule : async_fifo
module dual_ff_sync #(
	parameter int DATA_WIDTH = 4
)(
	input	logic clk,
	input	logic rst_n,
	input	logic [DATA_WIDTH-1:0]	in_data,
	output	logic [DATA_WIDTH-1:0]	out_data
);
logic [DATA_WIDTH-1:0] first_sample;
always_ff @(posedge clk or negedge rst_n) begin : proc_synchronizer
	if(~rst_n) begin
		first_sample	<= {DATA_WIDTH{1'b0}};
		out_data		<= {DATA_WIDTH{1'b0}};
	end else begin
		first_sample	<= in_data;
		out_data		<= first_sample;
	end
end
endmodule : dual_ff_sync
module sdpram #(
	parameter int DATA_WIDTH = 4,
	parameter int ADDR_WIDTH = 8
)(
	input	logic wr_clk,
	input	logic rd_clk,
	input	logic [DATA_WIDTH-1:0]	d,
	output	logic [DATA_WIDTH-1:0]	q,
	input	logic [ADDR_WIDTH-1:0]	addr_in,
	input	logic [ADDR_WIDTH-1:0]	addr_out,
	input	logic wr_en
);
	localparam int RAM_DEPTH = 2 ** ADDR_WIDTH;
	reg [ADDR_WIDTH-1:0] addr_out_reg;
	reg [DATA_WIDTH-1:0] mem [RAM_DEPTH-1:0];
	always @(posedge wr_clk) begin
		if (wr_en)
			mem[addr_in] <= d;
	end
	always @(posedge rd_clk) begin
		q <= mem[addr_out];
	end
endmodule : sdpram
==> ./run.sh <==
#!/bin/bash
# OpenROAD 26Q1-2900-gdf79404cd8, Yosys 0.63+post, stock flow scripts
make -C /OpenROAD-flow-scripts/flow DESIGN_CONFIG=/design/flow/config.mk WORK_HOME=/design/flow/orfs finish
==> ./config.mk <==
export PLATFORM = sky130hd
export DESIGN_NAME = async_fifo
export DESIGN_NICKNAME = async_fifo
export VERILOG_FILES = /design/flow/design.v
export SDC_FILE = /design/flow/constraint.sdc
export NUM_CORES = 4
export LEC_CHECK = 1
export CORE_UTILIZATION = 30
==> ./constraint.sdc <==
current_design async_fifo

set clk_period 50.2
set clk_io_pct 0.2

create_clock -name clk0 -period $clk_period [get_ports {rd_clk}]
create_clock -name clk1 -period $clk_period [get_ports {wr_clk}]

set non_clock_inputs [all_inputs -no_clocks]
set_input_delay [expr $clk_period * $clk_io_pct] -clock clk0 $non_clock_inputs
set_output_delay [expr $clk_period * $clk_io_pct] -clock clk0 [all_outputs]
==> run notes <==
run metrics: chip area 141000 um^2, final hold vios 0, cell area after synthesis 41700 um^2, Vias 20800, max-cap violations 0, Seq/Total Area, Yosys 75.8%, crit path launch type flip-flop, YS chip area 41700 um^2, WP buf/inv 2, LEAKAGE 14.0 nW, Post-Route M1 WL 34300 um, Post-CTS Setup Inserts 0, CP max-delay cell nor4_1, DR top layer met5, unrepaired setup endpoints after global routing no, metal3 WL 17500 um, WL met2 47100 um, Rel. slew slack 40.0%, synthesized instance count 2120, final setup vio count 0, Overflow after GRT 0, YS warnings 3, ANT cells 0, Yosys top cell area share 73.7%, worst-path cell chain xor2_1 -> nor4_1 -> nand2_1 -> inv_1 -> clkdlybuf4s50_1, CP endpoint kind output port, Core Density at Floorplan 30.3%, tool warnings 30, Die Wd 375 um, Critical Path End rd_empty, clock skew 0.0292 ns, crit path DAT 2.42 ns, most used logic cell in the final layout edfxtp_1, DRT Pass-1 Iters 5, Top FF cell, synth edfxtp_1, CP Depth 5, Fin Setup TNS 0 ns, r2r worst-path depth 9, Crit Reg-Reg Startpoint rd_ptr[1], Final Max Tran Viols 0, Resized cells post-CTS 0, distinct lib cells 61, worst setup path class reg -> out, register area 31600 um^2, Final Core Density 34.5%, Reg2Reg Setup Slack 45.05 ns, DR iter-0 viols 1258, CTS sink count 1060, pin count of the biggest net entering global routing 85, Cell area leaders edfxtp_1 (74%), mux4_2 (13%), nor2_1 (2.4%), dfrtp_1 (1.9%), mux2i_1 (1.5%), Die Y 375 um, Syn Area/Cell 19.7 um^2, asr flop ratio synth 3.02%, hold_buf cts 0, gpl congestion 0.888, slowest stage delay, CP 0.50 ns, Slew @ Worst Pin 0.894 ns, Core Footprint 138000 um^2, WL final 102000 um, I/O pins 15, Top Layout Cells edfxtp_1 (1024), nor2_1 (271), mux4_2 (235), clkbuf_16 (110), mux2i_1 (63), crit path from sync_rd_ptr_inst.out_data[7], # rows 136, DR WL/cell 25.1 um, Synth area leader edfxtp_1, HP Class reg -> reg, DR DRC count 0, critical-path maximum fanout 2, required time worst endpoint 40.16 ns, vias in the first global route 23300, share of cells above drive strength 1 21.1%, global-route wire length before repair 151000 um, Max IR drop VDD 0.0319 mV, # fillers 12400, initial antenna violation count 1, clock slew at reported path FFs 0.06 ns, Port Buffers 13, family with the most delay on the worst path simple AND/OR/NAND/NOR gates, flip-flops with a built-in enable 1024, outcome finished, final reports clean, flop and latch count out of synthesis 1060, Logic area 9360 um^2, GRT Total Usage 15.7%, DR vias/cell 5.13, Area Growth Syn to Fin 13.7%, Pwr Density 39.4 nW/um^2, TritonCTS clock tree done, number of nets with antenna violations after routing 0, Post-DP HPWL 62000 um, R2R Path End i_sdpram.q[3], Yosys Instances 2120
==> worst min-delay path by stage <==
stage | end | slack (ns) | cells after the start | startpoint
4_1_cts | sync_rd_ptr_inst.first_sample[6] | 0.25 | 1 | rd_ptr[6]
5_1_grt | sync_rd_ptr_inst.first_sample[6] | 0.29 | 1 | rd_ptr[6]
6_report | sync_rd_ptr_inst.first_sample[6] | 0.29 | 1 | rd_ptr[6]
==> where the power goes <==
group,switching [mW],internal [mW]
clock,0.329,0.470
sequential,0.00825,0.980
combinational,0.0662,0.0146
==> cells by family (layout without fill, tap and decap cells) <==
kind of cell	count (synthesis)	after routing	share of synthesized area (%)
buffers and inverters	142	276	1.78
adders and majority gates	5	5	0.150
AOI/OAI and AO/OA	184	184	3.19
muxes	306	306	14.4
xor gates and xnor gates	30	30	0.630
DFF	1060	1060	75.8
and+or+nand+nor	393	393	4.00
==> flip-flops by register name, indices dropped and copies added (netlist names) <==
| register | count |
|---|---|
| sync_rd_ptr_inst.out_data | 8 |
| i_sdpram.q | 4 |
| wr_ptr | 8 |
| rd_ptr | 8 |
| i_sdpram.mem | 1024 |
| sync_rd_ptr_inst.first_sample | 8 |
==> cell type report <==
| class | count | share of cell area, % |
|---|---|---|
| Inverter | 6 | 0.0475 |
| Clock buffer | 131 | 5.99 |
| Timing Repair Buffer | 76 | 1.33 |
| Tap cell | 1794 | 4.73 |
| Multi-Input combinational cell | 918 | 19.7 |
| Sequential cell | 1060 | 66.7 |
| Clock inverter | 63 | 1.46 |
==> metal layers <==
| layer | vias up | GRT usage (%) |
|---|---|---|
| li1 | 8730 | - |
| met1 | 10500 | 17.3 |
| met2 | 1364 | 23.3 |
| met3 | 173 | 13.1 |
| met4 | 10 | 3.37 |
| met5 | - | 0.961 |
==> stage by stage <==
step	setup WS, ns	std cells	power (mW)	hold slack [ns]	area (um^2)
finish	37.74	4048	1.87	0.287	47400
global route	37.59	4048	1.92	0.290	47400
CTS	37.75	4048	1.88	0.250	47400
detailed placement	37.35	3854	1.09	0.335	43900
global placement	37.39	3854	1.09	0.333	43900
floorplan	38.62	2120	1.04	0.331	41700
==> synth_stat cells, drive strengths merged (5+ instances only) <==
cell and n:
a21oi 30, and2 8, nand2 38, mux2i 63
edfxtp 1024, mux2 8, xnor2 13, nor2 272
dfrtp 32, xor2 17, a221oi 15, o21ai 16
clkbuf 70, buf 66, ha 5, a22oi 56
nand3 35, a22o 9, nor2b 11, mux4 235
a211oi 15, nand4 6, o211ai 5, inv 6
o22ai 5, o221ai 13
Power is estimated from default activity; no workload was simulated.
