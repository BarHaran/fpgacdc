`flow/config.mk`:
```
export PLATFORM = sky130hd
export DESIGN_NAME = handshake_sync
export DESIGN_NICKNAME = handshake_sync
export VERILOG_FILES = /design/flow/design.v
export SDC_FILE = /design/flow/constraint.sdc
export NUM_CORES = 4
export LEC_CHECK = 1
export CORE_AREA = 10 10 78 78
export DIE_AREA = 0 0 88 88
```
`flow/constraint.sdc`:
```
current_design handshake_sync

set clk_period 1.5
set clk_io_pct 0.2

create_clock -name clk0 -period $clk_period [get_ports {sink_clk}]
create_clock -name clk1 -period $clk_period [get_ports {source_clk}]

set non_clock_inputs [all_inputs -no_clocks]
set_input_delay [expr $clk_period * $clk_io_pct] -clock clk0 $non_clock_inputs
set_output_delay [expr $clk_period * $clk_io_pct] -clock clk0 [all_outputs]
```
`flow/design.v`:
```
module handshake_sync #(
	parameter int DATA_WIDTH = 4
)(
	input 	logic rst_n,
	input 	logic source_clk,
	input 	logic [DATA_WIDTH-1:0]	source_data,
	input	logic source_valid,
	output	logic source_ready,
	input	logic sink_clk,
	output	logic [DATA_WIDTH-1:0]	sink_data
);
logic source_send;
logic source_ack;
logic sink_send;
logic [DATA_WIDTH-1:0] source_synced_data;
logic [DATA_WIDTH-1:0] sink_synced_data;
assign source_send = source_ready && source_valid;
pulse_sync send_sync_inst (
	.rst_n    (rst_n    ),
	.in_clk   (source_clk),
	.in_pulse (source_send),
	.out_clk  (sink_clk),
	.out_pulse(sink_send)
);
always_ff @(posedge source_clk or negedge rst_n) begin : proc_source_data
	if(~rst_n) begin
		source_synced_data <= {DATA_WIDTH{1'b0}};
	end else begin
		if (source_send) begin
			source_synced_data <= source_data;
		end
	end
end
dual_ff_sync #(.DATA_WIDTH(DATA_WIDTH)) i_dual_ff_sync (
	.clk     (sink_clk),
	.rst_n   (rst_n     ),
	.in_data (source_synced_data),
	.out_data(sink_synced_data)
);
always_ff @(posedge sink_clk or negedge rst_n) begin : proc_sink_data
	if(~rst_n) begin
		sink_data <= {DATA_WIDTH{1'b0}};
	end else begin
		if (sink_send) begin
			sink_data	<= sink_synced_data;
		end
	end
end
pulse_sync ack_sync_inst (
	.rst_n    (rst_n),
	.in_clk(sink_clk),
	.in_pulse(sink_send),
	.out_clk(source_clk),
	.out_pulse(source_ack)
);
always_ff @(posedge source_clk or negedge rst_n) begin : proc_source_ready
	if(~rst_n) begin
		source_ready <= 1'b1;
	end else begin
		if (source_send) begin
			source_ready <= 1'b0;
		end
		if (source_ack) begin
			source_ready <= 1'b1;
		end
	end
end
endmodule : handshake_sync
module dual_ff_sync #(
	parameter int DATA_WIDTH = 4
)(
	input	logic clk,
	input	logic rst_n,
	input	logic [DATA_WIDTH-1:0]	in_data,
	output	logic [DATA_WIDTH-1:0]	out_data
);
logic [DATA_WIDTH-1:0] first_sample;
always_ff @(posedge clk or negedge rst_n) begin : proc_synchronizer
	if(~rst_n) begin
		first_sample	<= {DATA_WIDTH{1'b0}};
		out_data		<= {DATA_WIDTH{1'b0}};
	end else begin
		first_sample	<= in_data;
		out_data		<= first_sample;
	end
end
endmodule : dual_ff_sync
module pulse_sync (
	input 	logic rst_n,
	input 	logic in_clk,
	input 	logic in_pulse,
	input	logic out_clk,
	output	logic out_pulse
);
logic in_toggle_ff;
logic sync_out;
logic out_last_ff;
always_ff @(posedge in_clk or negedge rst_n) begin : proc_in_toggle_ff
	if(~rst_n) begin
		in_toggle_ff <= 1'b0;
	end else begin
		if (in_pulse) begin
			in_toggle_ff <= ~in_toggle_ff;
		end
	end
end
dual_ff_sync #(.DATA_WIDTH(1)) dual_ff_sync_inst (
	.clk(out_clk),
	.rst_n(rst_n),
	.in_data(in_toggle_ff),
	.out_data(sync_out)
);
always_ff @(posedge out_clk or negedge rst_n) begin : proc_out_last_ff
	if(~rst_n) begin
		out_last_ff <= 1'b0;
	end else begin
		out_last_ff <= sync_out;
	end
end
assign out_pulse = out_last_ff ^^ sync_out;
endmodule : pulse_sync
```
`flow/run.sh`:
```
#!/bin/bash
# OpenROAD 26Q1-2900-gdf79404cd8, Yosys 0.63+post, stock flow scripts
make -C /OpenROAD-flow-scripts/flow DESIGN_CONFIG=/design/flow/config.mk WORK_HOME=/design/flow/orfs finish
```
==> results.yml <==
# generated from flow reports
critical_path:
  worstSetupPathType: "flip-flop to output port"
  cp_cell_sequence: "clkdlybuf4s50_1"
  slowest_stage: "clkdlybuf4s50_1"
  crit_start: "sink_data[3]"
  rr_startpoint: "source_ready"
  path_delay_family: "buffers and inverters"
  path_max_fanout: 2
  setup.worst_path.start_class: "flip-flop"
  cp_data_arrival_time_ns: 1.05
  required_ns: 1.20
  crit_buf_inv: 1
  reg2reg_depth: 3
  end_kind: "output port"
  path_depth: 1
  max_stage_delay_ns: 0.47
floorplanning:
  die_area_sq_mm: 0.00774
  die_w_um: 88
  fp-utilization_pct: 17.5
  die_h_um: 88
  ios: 13
  fp-row-count: 24
  core_region_area_sq_mm: 0.00441
power_and_ir_drop:
  pwr-share-clk_pct: 27.6
  ir_drop_v: 0.00113
  p_per_area_mw_per_mm2: 2160
  switching_share_pct: 23.0
  switchingPower_uw: 535
  p_leak_nw: 0.457
  combPwrFrac_pct: 22.1
  intPower_mw: 1.79
  power_frac_seq_pct: 50.3
routing:
  wl_per_cell_um: 11.0
  drt_iter0_markers: 19
  num_antenna_cells: 0
  vias: 385
  postRouteWirelength_um: 1250
  ant_nets: 0
  first_pass_iters: 2
  drc: 0
  vias_per_cell: 3.41
worst_hold_path:
  min_path_cells: 0
  hp-start: "i_dual_ff_sync.first_sample[3]"
  hold_class: "flip-flop to flip-flop"
global_routing:
  grt_first_pass_wirelength_um: 2120
  antenna_found_initial: 0
  grt_pass1_vias: 440
  grt_max_degree: 26
  grt_use_total_pct: 3.48
  grt_overflow: 0
logic_synthesis:
  ff_type: "dfrtp_1"
  yosys.stat.seqShare_pct: 81.2
  async_flop_share_pct: 100
  enable_flop_cells: 0
  top_logic_kind: "multiplexers"
  synth-simple-area-share_pct: 0.486
  synth_xor_xnor_area_share_pct: 5.51
  mappedNetlistArea_sq_um: 772
  synth.top_cells.by_area: "dfrtp_1, mux2_2, dfstp_2"
  synth.distinct_cells: 9
  top_area_cell: "dfrtp_1"
  adder_share_pct: 0
  synth_flop_count: 25
  synth_dominant_cell_count: "dfrtp_1"
  ys_area_sq_um: 772
  top_cell_area_share_pct: 77.8
  synth-compound-area-share_pct: 0.648
  syn_inst: 40
  syn_area_per_cell_sq_um: 19.3
  mux_share_pct: 11.7
  top_cells_by_count: "dfrtp_1, mux2_2, xnor2_1"
  yosysWarnings: 4
  synth_stat.cells: 40
final_layout:
  drive_above_1_share_pct: 31.1
  syn_to_final_growth_pct: 39.1
  seq_area_sq_um: 627
  logic_area_sq_um: 141
  nFillCells: 432
clock_network:
  hold_buffers: 0
  numClockSinks: 25
  cts_tree: "done"
  clk_pin_slew_worst_paths_ns: 0.06
placement:
  io_buffers: 11
  gp_congestion: 0.733
final_timing:
  drv_slew: 0
  setup_violations: 0
  slew_headroom_pct: 79.8
  hold_violations: 0
  setup_tns_ns: 0
  rsz0062_at_grt: "no"
  skew_ns: 0.00191
  whs_ns: 0.352
  worst_pin_slew_ns: 0.302
flow_run:
  openroad.warnings: 26
  drv_cap: 0
status:
  status: "completed"
[metal layers]
layer	track usage, %	up-vias	routed length, um
met2	4.37	17	475
met5	0	-	0
met3	1.78	7	133
li1	-	169	-
met4	2.03	0	82
met1	4.67	192	553
[cells in the final DEF, fill, tap and decap left out]
cell / synthesis / layout
mux2_2: 8 / 8
inv_1: 1 / 1
buf_4: 0 / 1
xnor2_1: 2 / 2
o21ai_0: 1 / 1
dlygate4sd2_1: 0 / 1
buf_12: 0 / 1
clkbuf_8: 0 / 7
dfstp_2: 1 / 1
dfrtp_1: 24 / 24
clkbuf_1: 0 / 1
clkdlybuf4s50_1: 0 / 10
xor2_2: 1 / 1
nand2_1: 1 / 1
xor2_1: 1 / 1
[logic make-up (layout without fill, tap and decap cells)]
kind of cell / Yosys count / after routing
DFF: 25 / 25
muxes: 8 / 8
xor gates and xnor gates: 4 / 4
AOI/OAI and AO/OA: 1 / 1
and+or+nand+nor: 1 / 1
buffers and inverters: 1 / 22
[per-stage QoR]
stage	worst slack (ns)	cell area [sq um]	total power, mW	cells	utilization, %
CTS	0.129	1070	2.35	113	24.3
detailed placement	0.0886	967	1.69	104	21.9
global placement	0.125	967	1.66	104	21.9
global route	0.0843	1070	2.48	113	24.3
finish	0.151	1070	2.32	113	24.3
floorplan	0.369	772	1.43	40	-
[registers in the layout, summed over array words and instances, names as in the netlist]
name,count
send_sync_inst.out_last_ff,1
i_dual_ff_sync.first_sample,4
ack_sync_inst.in_toggle_ff,1
sink_data,4
send_sync_inst.in_toggle_ff,1
source_synced_data,4
send_sync_inst.dual_ff_sync_inst.out_data,1
send_sync_inst.dual_ff_sync_inst.first_sample,1
ack_sync_inst.out_last_ff,1
ack_sync_inst.dual_ff_sync_inst.first_sample,1
i_dual_ff_sync.out_data,4
source_ready,1
ack_sync_inst.dual_ff_sync_inst.out_data,1
[area by class of cell]
cell class	count	share of cell area [%]
Inverter	1	0.350
Multi-Input combinational cell	14	13.2
Sequential cell	25	58.4
Timing Repair Buffer	13	12.7
Clock buffer	8	9.32
Tap cell	52	6.06
[power by group through the flow]
stage                 clock [mW]  combinational (mW)  sequential (mW)
after CTS                  0.652               0.526             1.18
final                      0.641               0.512             1.17
after global routing       0.695               0.570             1.21
[worst reg2reg max path: stages, from the launching register on]
cell and delay (ns):
dfstp_2 0.53, buf_4 0.10, nand2_1 0.14, mux2_2 0.32
[worst paths after layout]
kind / end / slack, ns
worst max-delay path: sink_data[3] / 0.15
worst min-delay path: i_dual_ff_sync.out_data[3] / 0.35
worst max register to register: source_synced_data[3] / 0.29
worst min register to register: i_dual_ff_sync.out_data[3] / 0.35
max in group clk1: source_synced_data[3] / 0.29
max in group asynchronous: source_ready / 0.87
min in group clk1: ack_sync_inst.dual_ff_sync_inst.out_data / 0.36
min in group asynchronous: send_sync_inst.dual_ff_sync_inst.first_sample / 0.40
[repair_timing]
action	4_1_cts	5_1_grt
endpoints found under the hold margin	0	0
resized	1	0
setup buffers	1	0
endpoints found under the setup margin	1	0
Power and IR drop assume default switching activity.
