$ cat /design/flow/constraint.sdc
current_design ack_if_sync

set clk_period 1.0
set clk_io_pct 0.2

create_clock -name clk0 -period $clk_period [get_ports {sink_clk}]
create_clock -name clk1 -period $clk_period [get_ports {source_clk}]

set non_clock_inputs [all_inputs -no_clocks]
set_input_delay [expr $clk_period * $clk_io_pct] -clock clk0 $non_clock_inputs
set_output_delay [expr $clk_period * $clk_io_pct] -clock clk0 [all_outputs]
$ cat /design/flow/design.v
module ack_if_sync #(
	parameter int DATA_WIDTH = 4
)(
	input 	logic rst_n,
	input 	logic source_clk,
	input 	logic [DATA_WIDTH-1:0]	source_data,
	input	logic source_valid,
	output	logic source_ack,
	input	logic sink_clk,
	output	logic [DATA_WIDTH-1:0]	sink_data,
	output	logic sink_valid,
	input	logic sink_ack
);
logic [DATA_WIDTH-1:0] valid_data;
always_ff @(posedge source_clk or negedge rst_n) begin : proc_valid_data
	if(~rst_n) begin
		valid_data <= {DATA_WIDTH{1'b0}};
	end else begin
		if (source_valid) begin
			valid_data <= source_data;
		end
	end
end
pulse_sync valid_sync_inst (
	.rst_n    (rst_n    ),
	.in_clk   (source_clk),
	.in_pulse (source_valid),
	.out_clk  (sink_clk),
	.out_pulse(sink_valid)
);
dual_ff_sync #(
	.DATA_WIDTH(DATA_WIDTH)
) data_sync_inst (
	.clk     (sink_clk),
	.rst_n   (rst_n     ),
	.in_data (valid_data   ),
	.out_data(sink_data  )
);
pulse_sync ack_sync_inst (
	.rst_n    (rst_n),
	.in_clk(sink_clk),
	.in_pulse(sink_ack),
	.out_clk(source_clk),
	.out_pulse(source_ack)
);
endmodule : ack_if_sync
module dual_ff_sync #(
	parameter int DATA_WIDTH = 4
)(
	input	logic clk,
	input	logic rst_n,
	input	logic [DATA_WIDTH-1:0]	in_data,
	output	logic [DATA_WIDTH-1:0]	out_data
);
logic [DATA_WIDTH-1:0] first_sample;
always_ff @(posedge clk or negedge rst_n) begin : proc_synchronizer
	if(~rst_n) begin
		first_sample	<= {DATA_WIDTH{1'b0}};
		out_data		<= {DATA_WIDTH{1'b0}};
	end else begin
		first_sample	<= in_data;
		out_data		<= first_sample;
	end
end
endmodule : dual_ff_sync
module pulse_sync (
	input 	logic rst_n,
	input 	logic in_clk,
	input 	logic in_pulse,
	input	logic out_clk,
	output	logic out_pulse
);
logic in_toggle_ff;
logic sync_out;
logic out_last_ff;
always_ff @(posedge in_clk or negedge rst_n) begin : proc_in_toggle_ff
	if(~rst_n) begin
		in_toggle_ff <= 1'b0;
	end else begin
		if (in_pulse) begin
			in_toggle_ff <= ~in_toggle_ff;
		end
	end
end
dual_ff_sync #(.DATA_WIDTH(1)) dual_ff_sync_inst (
	.clk(out_clk),
	.rst_n(rst_n),
	.in_data(in_toggle_ff),
	.out_data(sync_out)
);
always_ff @(posedge out_clk or negedge rst_n) begin : proc_out_last_ff
	if(~rst_n) begin
		out_last_ff <= 1'b0;
	end else begin
		out_last_ff <= sync_out;
	end
end
assign out_pulse = out_last_ff ^^ sync_out;
endmodule : pulse_sync
$ cat /design/flow/run.sh
#!/bin/bash
# OpenROAD 26Q1-2900-gdf79404cd8, Yosys 0.63+post, stock flow scripts
make -C /OpenROAD-flow-scripts/flow DESIGN_CONFIG=/design/flow/config.mk WORK_HOME=/design/flow/orfs finish
$ cat /design/flow/config.mk
export PLATFORM = sky130hd
export DESIGN_NAME = ack_if_sync
export DESIGN_NICKNAME = ack_if_sync
export VERILOG_FILES = /design/flow/design.v
export SDC_FILE = /design/flow/constraint.sdc
export NUM_CORES = 4
export LEC_CHECK = 1
export CORE_AREA = 10 10 70 70
export DIE_AREA = 0 0 80 80
==> reports/metrics.csv <==
metric,value,unit
GRT Residual Overflow,0,
worst r2r dst,valid_data[3]$_DFFE_PN0P_,
die height,80,µm
PortBufs,13,
Log Warnings,28,
Starting DRT DRC Count,20,
io pins,15,
final weighted congestion in routability-driven placement,0.739,
GR Util met3,3.52,%
post-CTS setup buffer count,0,
Post-Syn Area,581,µm²
Die Span X,80,µm
Area contributors post-synth,"dfrtp_1 (86%), mux2_2 (7.8%), xor2_1 (6.0%)",
Residual DRC,0,
setup violators final,2,
Dominant cell area share,86.2,%
ant diodes,0,
Max Cap Violations,0,
synth unique cells,3,
Final WS setup,-0.0962,ns
Chip Footprint,6400,µm²
FF-to-FF Start,valid_data[3]$_DFFE_PN0P_,
worst r2r path cells,1,
area delta synth->final,41.8,%
post-synth top area cell,dfrtp_1,
GR Util met1,3.66,%
most used routing layer,met1,
total global-route track usage,3.26,%
pin count of the biggest net entering global routing,21,
Syn Area/Cell,20.7,µm²
Finished Layout Cells,96,
via density per instance,3.04,
vias in the first global route,339,
failing checks,negative setup slack,
Yosys reg bits,20,
R2R Setup Slk,0.24,ns
M2 GR Usage,3.61,%
Peak supply drop,1.01,mV
Relative slew margins,85.1,%
Critical Path RT,0.80,ns
final core utilization,24.1,%
Final Skew,0.00173,ns
RSZ-0062 raised after global routing,yes,
Final Hold Viols,0,
Pre-Place Util,17.0,%
CTS sink cnt,20,
worst-margin pin slew,0.223,ns
Yosys Instances,28,
max-slew violation count,0,
core region area,3420,µm²
CP Launch Type,flip-flop,
initial antenna violation count,0,
Worst Hold Class,in2async,
post-synthesis sequential area ratio,86.2,%
Vias,292,
share of cells above drive strength 1,38.0,%
wire per inst,9.72,µm
num rows,21,
CP Capture Type,primary output,
Gate Count Post-Synth,28,
P per Cell Area,2360,nW/µm²
leakage power,0.368,nW
chip area in the Yosys report,581,µm²
first-pass GRT wire length,1580,µm
placed cell count,89,
status,"complete, but fails checks",
Worst-path clk slew,0.07,ns
TritonCTS clock tree,done,
Worst Path Arrival,0.90,ns
Routed WL,933,µm
Final ANT Viol Nets,0,
Pre-Repair DR Iteration Count,2,
Yosys warning total,4,
path type of the worst setup path,reg2out,
CP max FO,2,
[per-stage QoR]
step	power [W]	setup slack, ns	hold WS, ns	instance area (µm²)	setup TNS (ns)
floorplan	0.00118	0.284	-0.0956	581	0
global placement	0.00146	-0.241	0.331	796	-1.50
detailed placement	0.00146	-0.274	0.336	796	-1.64
CTS	0.00199	-0.117	0.274	823	-0.212
global route	0.00210	-0.180	0.269	823	-0.315
finish	0.00194	-0.0962	0.275	823	-0.176
[critical path, stage by stage (launching register included)]
cell     delay, ns
dfrtp_1       0.39
xor2_1        0.14
buf_2         0.11
[layout make-up]
type                    instances  area [µm²]
flip-flops and latches         20         500
repair buffers                 15         126
clock buffers                   7        58.8
multi-input cells               8        80.1
fillers                       367        2590
well taps                      46        57.6
[logic make-up (layout without fill, tap and decap cells)]
logic type             count (synthesis)  count (layout)  synth area share (%)
flip-flops                            20              20                  86.2
XOR/XNOR                               4               4                  6.03
multiplexers                           4               4                  7.76
buffers and inverters                  0              22                     0
[how the worst max path moves through the flow]
stage     slack, ns                                                  from          to  cells past startpoint
6_report       -0.1  valid_sync_inst.dual_ff_sync_inst.out_data$_DFF_PN0_  sink_valid                      2
5_1_grt       -0.18  valid_sync_inst.dual_ff_sync_inst.out_data$_DFF_PN0_  sink_valid                      2
4_1_cts       -0.12  valid_sync_inst.dual_ff_sync_inst.out_data$_DFF_PN0_  sink_valid                      2
[state kept, by name, indices dropped and copies added (netlist names)]
signal	count
ack_sync_inst.dual_ff_sync_inst.first_sample	1
ack_sync_inst.dual_ff_sync_inst.out_data	1
ack_sync_inst.in_toggle_ff	1
ack_sync_inst.out_last_ff	1
data_sync_inst.first_sample	4
data_sync_inst.out_data	4
valid_data	4
valid_sync_inst.dual_ff_sync_inst.first_sample	1
valid_sync_inst.dual_ff_sync_inst.out_data	1
valid_sync_inst.in_toggle_ff	1
valid_sync_inst.out_last_ff	1
[cell usage after synthesis, drive strengths merged]
cell,count
xor2,4
dfrtp,20
mux2,4
[layout by cell type (no fill, tap or decap)]
cell type,count
dfrtp_1,20
clkbuf_4,6
clkdlybuf4s50_1,6
buf_2,6
mux2_2,4
xor2_1,4
clkbuf_8,1
dlygate4sd2_1,1
buf_4,1
buf_12,1
[metal layers]
layer  share of wire [%]  vias to the layer above
met5                   0                        -
met4                 6.1                        0
met3                  17                        6
met2                  33                       18
met1                  44                      131
li1                    -                      137
[repair_timing]
item	4_1_cts	5_1_grt
hold buffers	0	0
setup endpoints to repair	8	2
resized	19	0
pin swaps	2	0
cloned	0	0
[where the power goes]
part / internal [W] / switching (W) / total (W) / leakage, nW
clock network: 0.000358 / 0.000250 / 0.000608 / 0.0348
logic: 0.000156 / 0.0000656 / 0.000222 / 0.0995
registers: 0.00102 / 0.0000903 / 0.00111 / 0.234
Power is estimated from default activity; no workload was simulated.
